==> /design/flow/design.v <==
`timescale 1ns / 1ps
module combine_clocked
	#(parameter p = 22)(
    input wire signed [3+p-1:0] i_s_0, i_c_0, i_s_1, i_c_1, i_s_2, i_c_2, i_s_3, i_c_3,  
    input wire clk,
	output reg signed [3+p-1:0] o_r_enum_real_r, o_r_enum_imag_r, o_r_denum_r  
	);
	wire signed [3+p-1:0] o_r_enum_real, o_r_enum_imag, o_r_denum;  
    wire signed [25-1:0] c0, c1, c2, c3, c4, c5, c6, c7;
	wire signed [3+p-1:0] c0_p, c1_p, c2_p, c3_p, c4_p, c5_p, c6_p, c7_p;
	wire signed [2*3+2*p-1:0] m_12_r, m_22_r, m_12_i, m_22_i, r_enum_real, r_enum_imag, r_denum;  
	wire signed [3+p-1:0] m_12_r_pw, m_22_r_pw, m_12_i_pw, m_22_i_pw;
	assign c0 = 25'b111_0110101111101110000100;  
	assign c1 = 25'b000_0110010100001110111010;  
	assign c2 = 25'b000_1010000000010011001100;  
	assign c3 = 25'b000_0000100100100110101110;  
	assign c4 = 25'b000_0001011100101110100101;  
	assign c5 = 25'b111_0000100111111001001101;  
	assign c6 = 25'b001_0000100111111001001100;  
	assign c7 = 25'b000_0011110011010010010011;  
	assign c0_p = c0[25-1:(25-3)-p];
	assign c1_p = c1[25-1:(25-3)-p];
	assign c2_p = c2[25-1:(25-3)-p];
	assign c3_p = c3[25-1:(25-3)-p];
	assign c4_p = c4[25-1:(25-3)-p];
	assign c5_p = c5[25-1:(25-3)-p];
	assign c6_p = c6[25-1:(25-3)-p];
	assign c7_p = c7[25-1:(25-3)-p];
	wire signed [2*3+2*p-1:0] d0, d1, d2, d3;  
	wire signed [3+p-1:0] d0_pw, d1_pw, d2_pw, d3_pw;  
	assign d0 = i_s_1 * i_c_2;
	assign d1 = i_s_1 * i_s_2;
	assign d2 = c4_p * i_c_3;
	assign d3 = c4_p * i_s_3;
	assign d0_pw = d0[3+2*p:p];
	assign d1_pw = d1[3+2*p:p];
	assign d2_pw = d2[3+2*p:p];
	assign d3_pw = d3[3+2*p:p];
	assign m_12_r = c0_p * d1_pw;
	assign m_12_i = c1_p * i_s_0 + c2_p * d0_pw + c3_p * i_s_3;
	assign m_22_r = c5_p * (d2_pw - i_c_0);
	assign m_22_i = c6_p * (d3_pw + i_s_0) + c7_p * d0_pw;
	assign m_12_r_pw = m_12_r[3+2*p:p];
	assign m_22_r_pw = m_22_r[3+2*p:p];
	assign m_12_i_pw = m_12_i[3+2*p:p];
	assign m_22_i_pw = m_22_i[3+2*p:p];
	assign r_enum_real = m_12_r_pw * m_22_r_pw + m_12_i_pw * m_22_i_pw;
	assign r_enum_imag = m_22_r_pw * m_12_i_pw - m_22_i_pw * m_12_r_pw;
	assign r_denum = m_22_r_pw * m_22_r_pw + m_22_i_pw * m_22_i_pw;
	assign o_r_enum_real = r_enum_real[3+2*p:p];
	assign o_r_enum_imag = r_enum_imag[3+2*p:p];
	assign o_r_denum = r_denum[3+2*p:p];
	always @(posedge clk) begin
		o_r_enum_real_r <= o_r_enum_real;
		o_r_enum_imag_r <= o_r_enum_imag;
		o_r_denum_r <= o_r_denum;
	end
endmodule
==> /design/flow/run.sh <==
#!/bin/bash
# OpenROAD 26Q1-2900-gdf79404cd8, Yosys 0.63+post, stock flow scripts
make -C /OpenROAD-flow-scripts/flow DESIGN_CONFIG=/design/flow/config.mk WORK_HOME=/design/flow/orfs finish
==> /design/flow/config.mk <==
export PLATFORM = sky130hd
export DESIGN_NAME = combine_clocked
export DESIGN_NICKNAME = combine_clocked
export VERILOG_FILES = /design/flow/design.v
export SDC_FILE = /design/flow/constraint.sdc
export NUM_CORES = 4
export LEC_CHECK = 1
export CORE_UTILIZATION = 30
==> /design/flow/constraint.sdc <==
current_design combine_clocked

set clk_period 56.2
set clk_io_pct 0.2

create_clock -name clk0 -period $clk_period [get_ports {clk}]

set non_clock_inputs [all_inputs -no_clocks]
set_input_delay [expr $clk_period * $clk_io_pct] -clock clk0 $non_clock_inputs
set_output_delay [expr $clk_period * $clk_io_pct] -clock clk0 [all_outputs]
==> run summary <==
Results of an implementation run.

The pre-CTS setup check shows a worst slack of roughly 13 ns. The cell family contributing the most delay on the critical path is adder cells. Per the timing report, the achievable frequency comes out to between 20 and 25 MHz. The vias after detailed routing is 172000. The dominant non-sequential cell family after synthesis is adder cells. The total congestion overflow is 0. The number of register bits inferred by synthesis is approximately 75. The sequential cells in the finished layout cover a total of about 1500 sq um.

The timing report shows the most common cell along the critical path to be sky130_fd_sc_hd__fa_1. The number of global-route vias before repair was 193000. The critical path in this run is classified as in2reg. The area of the core is 848000 sq um. The floorplan step set the die width to a little over 900 um.

The flow ran to the end, and the final reports show no timing, DRC or antenna violations. Per the layout area report, the combinational gate area comes to 221000 sq um. Per the gpl log, the routability congestion estimate is ~1.

The deepest clock path buffer count is 2. The worst setup path is launched from an input pin. The buffers plus inverters on the worst setup path is 25. The detailed router finished its first iteration with around 6800 violations. For the worst setup path, the data arrival time is 42.60 ns. The mean cell area of the mapped netlist is 9.51 sq um. The final number of setup-violating endpoints is 0. Per the detailed-route log, wirelength across all metal layers totals between 700000 and 800000 um.

The number of antenna violations at the first check in global routing is ~70. The minimum setup slack in the final design is 13.93 ns. Of all cell types, the one taking the most synthesized area is sky130_fd_sc_hd__fa_1. In the post-synthesis netlist, the biggest area contributors are sky130_fd_sc_hd__fa_1 (56%), sky130_fd_sc_hd__ha_1 (14%), sky130_fd_sc_hd__inv_1 (12%). For this run, design rule violations remaining after detail routing come to 0. The iteration count of the initial detailed-routing pass is 7. The number of hold buffers added after CTS is 0. The timing report shows that the slowest cell on the worst path is sky130_fd_sc_hd__clkinv_1.

In this run the cell area of the synthesized design comes to approximately 260000 sq um. The wire length per cell after detailed routing is ~19 um. On the worst path, the slowest cell contributes a delay of approximately 0.81 ns. The final sum of negative setup slack is 0 ns. The routed design could run at a clock period as short as ~42 ns. In the finished design, the share of the clock period the worst path needs comes to 0.752.

The max capacitance violation total is 0. The area share of the largest cell type after synthesis is 0.564. Counting distinct cell types in the post-synthesis netlist gives about 93. Per the final timing report, the hold violations number 0.

The fraction of registers with async set or reset after synthesis is 0. TritonCTS built the clock tree.

Setup repair after global routing left no endpoint under its margin. Measured against its own limit, the worst slew margin works out to 0.364. Per the detail_route log, the uppermost layer with routed signals is met5. Per the final layout report, the fraction of cells sized above drive strength 1 comes to 0.0316. The number of setup buffers added after CTS is 0. The number of OpenROAD warnings is 204. The detailed-placement wirelength estimate is roughly 600000 um. For this run, the register share of the synthesized area comes to 0.00588. The chip occupies about 850000 sq um.

The via-per-instance ratio is 4.51. According to the floorplan log, the row count is around 340. The required time of the critical path is 56.52 ns. Looking at the clock tree report, the H-tree level count equals 3.

The share of the core area taken by cells at floorplan is 0.301. Summing all multiplexer cells gives an area fraction of 0.00118. The combined global-route utilization of all metal layers is 0.189. Detailed routing placed a total of about 110000 um of wire on met3. The routed length on met1 is about 270000 um. The path class of the tightest hold or removal check is reg2out. On the worst setup and hold paths after CTS, the clock-pin slew comes to 0.07 ns. The actual transition at the worst max-transition pin is 0.950 ns. In this run the worst path has a maximum fanout of 23. The count of synthesis-stage warnings from yosys is 1. The category of the worst setup path capture point is a flip-flop.

The post-synth tally of flip-flops with integrated enable is 0. The synth_stat.txt file lists the number of cells as 26900. The share of synthesized cell area in and-or and or-and compound cells is 0.0328.

The largest net degree at the start of global routing is ~110. The residual antenna-violating net count after detailed routing is 0. Per the final report, max-transition violations number 0. The area growth from synthesis to layout is 7.55%.

The cell-mix breakdown from Yosys lists the adder-cell area share as 0.707. The height of the die is between 900 and 1000 um. The count of pins on the block boundary is between 200 and 300. The wire length of the first global-routing pass is approximately 1200000 um.

The number of clock sinks is approximately 75. Fill cells in the final layout number between 80000 and 90000. After synthesis, the chip area reported by Yosys is 255000 sq um.

Of the total synthesized cell area, the portion taken by XOR and XNOR cells is 0.0293. Counting the buffers created by CTS gives 9. The cell count after synthesis came out at about 27000.

The number of gates resized after CTS was 0. The placement report lists the number of port buffers as around 250. The dominant register cell in the synthesized netlist is sky130_fd_sc_hd__dfxtp_1. The share of synthesized cell area in and, or, nand and nor gates is 0.0904. The met2 wire length is 323000 um.

The clock root buffer master is sky130_fd_sc_hd__clkbuf_16.
[state kept, by name, summed over array words and instances, names as in the netlist]
register / count
o_r_denum_r: 25
o_r_enum_imag_r: 25
o_r_enum_real_r: 25
[cell type report]
type / instances / area share
multi-input cells: 17700 / 0.806
inverters: 8167 / 0.112
well taps: 11200 / 0.0511
repair buffers: 809 / 0.0242
flip-flops and latches: 75 / 0.00547
clock buffers: 9 / 0.000820
diodes: 64 / 0.000583
clock inverters: 7 / 0.000232
[synthesized netlist by cell type (all sizes together), types with 21 or more instances]
cell and count:
inv 8150, fa 7195, ha 2918, nand2 2737
nor2 1626, clkbuf 788, xnor2 555, and2 484
a21oi 392, xor2 271, o21ai 226, a21o 207
nand2b 125, nor3 107, nor2b 95, nand3 93
buf 89, o21a 77, dfxtp 75, o21bai 51
nand4 48, a211oi 47, a31oi 46, and3 44
or2 30, o31ai 26, a21boi 23, mux2i 21
or3 21
[routing by layer]
layer / vias to the layer above / GRT usage
met5: - / 0.0136
met4: 86 / 0.0471
met3: 815 / 0.121
met2: 7389 / 0.279
met1: 86800 / 0.235
li1: 76700 / -
[cells by family after synthesis]
kind of cell / Yosys count
flip-flops: 75
AND-OR/OR-AND: 1289
multiplexers: 29
adder cells (fa/ha/maj): 10100
buffers and inverters: 9044
XOR/XNOR: 837
AND/OR/NAND/NOR: 5461
[placed cells by master (no fill, tap or decap), types with 18 or more instances in the layout]
cell	Yosys	layout
sky130_fd_sc_hd__inv_1	8139	8127
sky130_fd_sc_hd__fa_1	7195	7195
sky130_fd_sc_hd__ha_1	2918	2918
sky130_fd_sc_hd__nand2_1	2736	2734
sky130_fd_sc_hd__nor2_1	1625	1619
sky130_fd_sc_hd__buf_4	1	555
sky130_fd_sc_hd__and2_1	483	483
sky130_fd_sc_hd__xnor2_1	554	472
sky130_fd_sc_hd__a21oi_1	391	389
sky130_fd_sc_hd__xor2_1	271	226
sky130_fd_sc_hd__clkdlybuf4s50_1	0	221
sky130_fd_sc_hd__o21ai_0	208	208
sky130_fd_sc_hd__a21o_1	207	207
sky130_fd_sc_hd__nand2b_1	125	125
sky130_fd_sc_hd__nor3_1	107	107
sky130_fd_sc_hd__nor2b_1	95	95
sky130_fd_sc_hd__nand3_1	92	91
sky130_fd_sc_hd__xnor2_2	1	82
sky130_fd_sc_hd__o21a_1	77	77
sky130_fd_sc_hd__dfxtp_1	75	75
sky130_fd_sc_hd__diode_2	0	64
sky130_fd_sc_hd__o21bai_1	51	51
sky130_fd_sc_hd__nand4_1	48	48
sky130_fd_sc_hd__a211oi_1	47	47
sky130_fd_sc_hd__and3_1	44	44
sky130_fd_sc_hd__a31oi_1	44	44
sky130_fd_sc_hd__xor2_4	0	34
sky130_fd_sc_hd__inv_2	10	29
sky130_fd_sc_hd__or2_2	27	27
sky130_fd_sc_hd__buf_2	11	27
sky130_fd_sc_hd__o31ai_1	26	24
sky130_fd_sc_hd__or3_1	21	21
sky130_fd_sc_hd__mux2i_1	21	21
sky130_fd_sc_hd__a21boi_0	20	20
sky130_fd_sc_hd__o211ai_1	20	20
sky130_fd_sc_hd__a31o_2	18	18
[through the flow]
stage / util / std cells / area, sq um / hold slack, ns
global route: 0.324 / 38000 / 274000 / 12.44
detailed placement: 0.323 / 38000 / 274000 / 11.90
floorplan: - / 26900 / 255000 / 11.50
CTS: 0.324 / 38000 / 274000 / 12.44
finish: 0.324 / 38100 / 275000 / 12.40
global placement: 0.323 / 38000 / 274000 / 11.92
[path summary, 6_finish.rpt]
kind                from             endpoint  slack [ns]  depth (start not counted)
min   o_r_enum_imag_r[9]   o_r_enum_imag_r[9]       12.40                          1
max            i_s_3[12]  o_r_enum_real_r[24]       13.93                        115
