**design/flow/design.v**
```verilog
`timescale 1ns / 1ps
module combine
	#(parameter p = 22)(
    input wire signed [3+p-1:0] i_s_0, i_c_0, i_s_1, i_c_1, i_s_2, i_c_2, i_s_3, i_c_3,  
	output wire signed [3+p-1:0] o_r_enum_real, o_r_enum_imag, o_r_denum  
	);
    wire signed [25-1:0] c0, c1, c2, c3, c4, c5, c6, c7;
	wire signed [3+p-1:0] c0_p, c1_p, c2_p, c3_p, c4_p, c5_p, c6_p, c7_p;
	wire signed [2*3+2*p-1:0] m_12_r, m_22_r, m_12_i, m_22_i, r_enum_real, r_enum_imag, r_denum;  
	wire signed [3+p-1:0] m_12_r_pw, m_22_r_pw, m_12_i_pw, m_22_i_pw;
	assign c0 = 25'b111_0110101111101110000100;  
	assign c1 = 25'b000_0110010100001110111010;  
	assign c2 = 25'b000_1010000000010011001100;  
	assign c3 = 25'b000_0000100100100110101110;  
	assign c4 = 25'b000_0001011100101110100101;  
	assign c5 = 25'b111_0000100111111001001101;  
	assign c6 = 25'b001_0000100111111001001100;  
	assign c7 = 25'b000_0011110011010010010011;  
	assign c0_p = c0[25-1:(25-3)-p];
	assign c1_p = c1[25-1:(25-3)-p];
	assign c2_p = c2[25-1:(25-3)-p];
	assign c3_p = c3[25-1:(25-3)-p];
	assign c4_p = c4[25-1:(25-3)-p];
	assign c5_p = c5[25-1:(25-3)-p];
	assign c6_p = c6[25-1:(25-3)-p];
	assign c7_p = c7[25-1:(25-3)-p];
	wire signed [2*3+2*p-1:0] d0, d1, d2, d3;  
	wire signed [3+p-1:0] d0_pw, d1_pw, d2_pw, d3_pw;  
	assign d0 = i_s_1 * i_c_2;
	assign d1 = i_s_1 * i_s_2;
	assign d2 = c4_p * i_c_3;
	assign d3 = c4_p * i_s_3;
	assign d0_pw = d0[3+2*p:p];
	assign d1_pw = d1[3+2*p:p];
	assign d2_pw = d2[3+2*p:p];
	assign d3_pw = d3[3+2*p:p];
	assign m_12_r = c0_p * d1_pw;
	assign m_12_i = c1_p * i_s_0 + c2_p * d0_pw + c3_p * i_s_3;
	assign m_22_r = c5_p * (d2_pw - i_c_0);
	assign m_22_i = c6_p * (d3_pw + i_s_0) + c7_p * d0_pw;
	assign m_12_r_pw = m_12_r[3+2*p:p];
	assign m_22_r_pw = m_22_r[3+2*p:p];
	assign m_12_i_pw = m_12_i[3+2*p:p];
	assign m_22_i_pw = m_22_i[3+2*p:p];
	assign r_enum_real = m_12_r_pw * m_22_r_pw + m_12_i_pw * m_22_i_pw;
	assign r_enum_imag = m_22_r_pw * m_12_i_pw - m_22_i_pw * m_12_r_pw;
	assign r_denum = m_22_r_pw * m_22_r_pw + m_22_i_pw * m_22_i_pw;
	assign o_r_enum_real = r_enum_real[3+2*p:p];
	assign o_r_enum_imag = r_enum_imag[3+2*p:p];
	assign o_r_denum = r_denum[3+2*p:p];
endmodule
```
**design/flow/run.sh**
```bash
#!/bin/bash
# OpenROAD 26Q1-2900-gdf79404cd8, Yosys 0.63+post, stock flow scripts
make -C /OpenROAD-flow-scripts/flow DESIGN_CONFIG=/design/flow/config.mk WORK_HOME=/design/flow/orfs finish
```
**design/flow/config.mk**
```make
export PLATFORM = sky130hd
export DESIGN_NAME = combine
export DESIGN_NICKNAME = combine
export VERILOG_FILES = /design/flow/design.v
export SDC_FILE = /design/flow/constraint.sdc
export NUM_CORES = 4
export LEC_CHECK = 1
export CORE_UTILIZATION = 30
```
**design/flow/constraint.sdc**
```tcl
current_design combine

set clk_period 124.3
set clk_io_pct 0.2

create_clock -name clk0 -period $clk_period

set non_clock_inputs [all_inputs -no_clocks]
set_input_delay [expr $clk_period * $clk_io_pct] -clock clk0 $non_clock_inputs
set_output_delay [expr $clk_period * $clk_io_pct] -clock clk0 [all_outputs]
```
==> PnR_summary.wiki <==
== Metrics ==
{| class="wikitable"
! Metric !! Value
|-
| Result of the run || completed
|-
| Number of OpenROAD warnings || 207
|-
| Switching power || 2.108 W
|-
| Number of warnings reported in the yosys synthesis log || 0
|-
| Area delta synth->final || 7.608%
|-
| Number of placed cells counting well taps || 38030
|-
| Number of buffers added for setup after CTS || 0
|-
| Critical path required time || 99440 ps
|-
| Post-cts resize count || 0
|-
| Worst setup startpoint || i_s_3[1]
|-
| Global placement routability congestion || 1.007
|-
| Setup ws final || 41110 ps
|-
| Wire length per cell || 19.50 um
|-
| Tcrit/Tclk final || 66.93%
|-
| Critical hold path startpoint || i_c_0[20]
|-
| Hold Violations, Final || 0
|-
| Total Neg Setup Slack || 0 ps
|-
| Finish-stage setup viols || 0
|-
| Max Cap Viol || 0
|-
| Startpoint types || input port
|-
| Number of design rule violations left after detail routing || 0
|-
| Detailed placement HPWL || 633.3 mm
|-
| Starting DRT DRC Count || 6609
|-
| Footprint of the multi-input gates || 0.2217 mm^2
|-
| Most common cell on crit path || sky130_fd_sc_hd__fa_1
|-
| Largest cells by area || sky130_fd_sc_hd__fa_1, sky130_fd_sc_hd__ha_1, sky130_fd_sc_hd__inv_1, sky130_fd_sc_hd__nand2_1, sky130_fd_sc_hd__nor2_1
|-
| CTS Hold Buffers Added || 0
|-
| Final count of pins violating max slew || 0
|-
| Netlist area before placement || 0.2543 mm^2
|-
| Ratio of total power to cell area || 12720 mW/mm^2
|-
| Internal power summed over all cells || 1.372 W
|-
| Synth Seq Share || 0%
|-
| Core ar. || 0.8433 mm^2
|-
| First-pass DRT Iterations || 6
|-
| Synthesized area per cell || 9.466 um^2
|-
| Arrival time at the worst endpoint || 58330 ps
|-
| Overall fraction of global-route tracks in use || 19.34%
|-
| Horiz. Die Dim || 922.6 um
|-
| Least-Margin Pin Slew || 1110 ps
|-
| Height of the die || 922.6 um
|-
| Post-layout instance count excluding filler cells || 38109
|-
| Synthesized chip area reported by yosys || 0.2543 mm^2
|-
| Std cell rows || 337
|-
| Remaining global-route overflow || 0
|-
| Seq cells || 0
|-
| Final critical path time including I/O delays and setup || 83190 ps
|-
| Clock buffer instance count of the final layout || 0
|-
| Pre-CTS worst setup slack || 40980 ps
|-
| Max rail drop VDD || 15.48 mV
|-
| Via count || 172644
|-
| Worst rel slew slack || 25.55%
|-
| Yosys top cell by area || sky130_fd_sc_hd__fa_1
|-
| Unrepaired setup endpoints after global routing || no
|-
| Antenna viol nets, final || 0
|-
| Distinct cells, synth || 88
|-
| Share of layout cells above drive strength 1 || 3.349%
|-
| Worst hold path type || in -> out
|-
| Die area || 0.8512 mm^2
|-
| Number of global-route vias before repair || 193832
|-
| Fillers || 84999
|-
| Pin count of the biggest net entering global routing || 55
|-
| Number of I/O pins || 275
|-
| Yosys cell count || 26860
|-
| Initial Utilization || 30.15%
|-
| Port Buf Inserts || 250
|-
| Maximum frequency from static timing analysis || 12.02 MHz
|-
| Sequential cell area || 0 um^2
|-
| Largest fanout of any net on the critical path || 17
|-
| Critical path capture point || o_r_enum_imag[24]
|-
| Static Leakage || 143.0 nW
|-
| Initial antenna violation count || 85
|-
| Average via count per standard cell || 4.530
|-
| Nature of the critical path endpoint || primary output
|-
| Cells after Synth || 26860
|-
| Share of the synthesized area in the top cell type || 56.65%
|-
| Biggest cell delay along the critical path || 930 ps
|-
| Slowest CP cell || sky130_fd_sc_hd__clkdlybuf4s50_1
|-
| Final Routed Wirelength || 743.0 mm
|-
| Share of total power consumed by net switching || 60.58%
|-
| Type of the worst setup path || in -> out
|-
| Wire length of the first global-routing pass || 1171 mm
|}
Yosys cell counts (18+ instances only):
master	n
sky130_fd_sc_hd__and3_1	48
sky130_fd_sc_hd__a21oi_1	401
sky130_fd_sc_hd__nand4_1	48
sky130_fd_sc_hd__or2_2	35
sky130_fd_sc_hd__or3_1	23
sky130_fd_sc_hd__inv_1	8157
sky130_fd_sc_hd__and2_1	500
sky130_fd_sc_hd__o21bai_1	59
sky130_fd_sc_hd__a21o_1	227
sky130_fd_sc_hd__mux2i_1	18
sky130_fd_sc_hd__nor2_1	1611
sky130_fd_sc_hd__nand2b_1	122
sky130_fd_sc_hd__buf_1	78
sky130_fd_sc_hd__xor2_1	238
sky130_fd_sc_hd__clkbuf_1	791
sky130_fd_sc_hd__ha_1	2918
sky130_fd_sc_hd__o21ai_0	223
sky130_fd_sc_hd__o211ai_1	22
sky130_fd_sc_hd__nand2_1	2747
sky130_fd_sc_hd__nor3_1	108
sky130_fd_sc_hd__xnor2_1	586
sky130_fd_sc_hd__fa_1	7195
sky130_fd_sc_hd__a31o_2	19
sky130_fd_sc_hd__a31oi_1	42
sky130_fd_sc_hd__a211oi_1	34
sky130_fd_sc_hd__o21a_1	88
sky130_fd_sc_hd__nand3_1	95
sky130_fd_sc_hd__o31ai_1	23
sky130_fd_sc_hd__nor2b_1	104
cell usage in the layout (no fill, tap or decap), types with 32 or more instances in the layout:
cell type and instances:
sky130_fd_sc_hd__buf_4 614, sky130_fd_sc_hd__a21oi_1 399, sky130_fd_sc_hd__o21a_1 88, sky130_fd_sc_hd__a211oi_1 32, sky130_fd_sc_hd__and3_1 48, sky130_fd_sc_hd__nor2b_1 103, sky130_fd_sc_hd__a31oi_1 42, sky130_fd_sc_hd__nor2_1 1604
sky130_fd_sc_hd__xor2_1 194, sky130_fd_sc_hd__o21ai_0 223, sky130_fd_sc_hd__a21o_1 227, sky130_fd_sc_hd__xnor2_1 507, sky130_fd_sc_hd__ha_1 2918, sky130_fd_sc_hd__inv_1 8144, sky130_fd_sc_hd__diode_2 79, sky130_fd_sc_hd__or2_2 35
sky130_fd_sc_hd__xnor2_2 79, sky130_fd_sc_hd__clkdlybuf4s50_1 225, sky130_fd_sc_hd__nor3_1 107, sky130_fd_sc_hd__nand4_1 48, sky130_fd_sc_hd__nand2b_1 122, sky130_fd_sc_hd__fa_1 7195, sky130_fd_sc_hd__nand3_1 95, sky130_fd_sc_hd__o21bai_1 58
sky130_fd_sc_hd__and2_1 500, sky130_fd_sc_hd__nand2_1 2746
cells by family after synthesis:
| group | after synthesis | synth area share, % |
|---|---|---|
| buf+inv | 9061 | 13.38 |
| compound gates | 1322 | 3.390 |
| xor+xnor | 831 | 2.900 |
| fa+ha+maj | 10117 | 71.02 |
| mux | 27 | 0.1107 |
| simple gates | 5502 | 9.192 |
stage by stage:
step                cell area (um^2)  power, mW  util, %  hold WS [ps]
floorplan                     254300       3451        -         50860
global placement              273400       3537    32.42         52170
detailed placement            273400       3560    32.42         52170
CTS                           273400       3568    32.42         52200
global route                  273500       3794    32.43         52380
finish                        273600       3479    32.44         52220
per-layer routing:
metal | track usage (%) | vias up | wire, um
met2 | 29.71 | 6851 | 342700
met4 | 6.913 | 40 | 37130
met1 | 23.11 | 87832 | 261500
met3 | 10.81 | 1025 | 100800
li1 | - | 76896 | -
met5 | 0.5275 | - | 844
worst min-delay path by stage:
| stage | end | slack, ps | depth (start not counted) |
|---|---|---|---|
| CTS | o_r_enum_imag[24] | 52200 | 13 |
| global route | o_r_enum_imag[24] | 52380 | 13 |
| finish | o_r_enum_imag[24] | 52220 | 13 |
worst max-delay path, delay by kind of cell:
kind,cells,cell delay [ps]
AND-OR/OR-AND,35,8120
buffers and inverters,25,4570
adder cells (fa/ha/maj),33,14560
XOR/XNOR,9,2870
AND/OR/NAND/NOR,19,3250
final cells by class:
class              count  area share (%)
diodes                79         0.07225
inverters           8179           11.22
multi-input cells  17799           81.02
well taps          11187           5.116
repair buffers       865           2.566
Power is estimated from default activity; no workload was simulated.
